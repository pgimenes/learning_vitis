==> design/flow/design.v <==
`default_nettype none
`timescale 1ps / 1ps
module Vadd_A_B_adder #(
  parameter integer C_AXIS_TDATA_WIDTH = 512,  
  parameter integer C_ADDER_BIT_WIDTH  = 32,
  parameter integer C_NUM_CLOCKS       = 1
)
(
   input wire  [C_ADDER_BIT_WIDTH-1:0]   ctrl_constant,
  input wire                             s_axis_aclk,
  input wire                             s_axis_areset,
  input wire                             s_axis_tvalid,
  output wire                            s_axis_tready,
  input wire  [C_AXIS_TDATA_WIDTH-1:0]   s_axis_tdata,
  input wire  [C_AXIS_TDATA_WIDTH/8-1:0] s_axis_tkeep,
  input wire                             s_axis_tlast,
  input wire                             s_A_axis_tvalid,
  output wire                            s_A_axis_tready,
  input wire  [C_AXIS_TDATA_WIDTH-1:0]   s_A_axis_tdata,
  input wire  [C_AXIS_TDATA_WIDTH/8-1:0] s_A_axis_tkeep,
  input wire                             s_A_axis_tlast,
  input wire                             m_axis_aclk,
  output wire                            m_axis_tvalid,
  input  wire                            m_axis_tready,
  output wire [C_AXIS_TDATA_WIDTH-1:0]   m_axis_tdata,
  output wire [C_AXIS_TDATA_WIDTH/8-1:0] m_axis_tkeep,
  output wire                            m_axis_tlast
);
localparam integer LP_NUM_LOOPS = C_AXIS_TDATA_WIDTH/C_ADDER_BIT_WIDTH;
integer i;
reg   [C_ADDER_BIT_WIDTH-1:0]  constant_in;
reg   [C_AXIS_TDATA_WIDTH-1:0] data_out;
reg                            areset = 1'b0;
wire data_valid;
wire ready;
always @(*) begin
  for (i = 0; i < LP_NUM_LOOPS; i = i + 1) begin
    data_out[i*C_ADDER_BIT_WIDTH+:C_ADDER_BIT_WIDTH] = s_axis_tdata[C_ADDER_BIT_WIDTH*i+:C_ADDER_BIT_WIDTH] + s_A_axis_tdata[C_ADDER_BIT_WIDTH*i+:C_ADDER_BIT_WIDTH];
  end
end
assign m_axis_tdata = data_out;
assign data_valid = s_axis_tvalid & s_A_axis_tvalid;
assign m_axis_tvalid = data_valid;
assign ready = data_valid &m_axis_tready;
assign s_axis_tready = ready;
assign s_A_axis_tready = ready;
assign m_axis_tkeep = s_axis_tkeep&s_A_axis_tkeep;
assign m_axis_tlast = s_axis_tlast& s_A_axis_tlast;
endmodule
`default_nettype wire
==> design/flow/run.sh <==
#!/bin/bash
# OpenROAD 26Q1-2900-gdf79404cd8, Yosys 0.63+post, stock flow scripts
make -C /OpenROAD-flow-scripts/flow DESIGN_CONFIG=/design/flow/config.mk WORK_HOME=/design/flow/orfs finish
==> design/flow/config.mk <==
export PLATFORM = sky130hd
export DESIGN_NAME = Vadd_A_B_adder
export DESIGN_NICKNAME = Vadd_A_B_adder
export VERILOG_FILES = /design/flow/design.v
export SDC_FILE = /design/flow/constraint.sdc
export NUM_CORES = 4
export LEC_CHECK = 1
export CORE_AREA = 10 10 675 675
export DIE_AREA = 0 0 685 685
==> design/flow/constraint.sdc <==
current_design Vadd_A_B_adder

set clk_period 15.1
set clk_io_pct 0.2

create_clock -name clk0 -period $clk_period

set non_clock_inputs [all_inputs -no_clocks]
set_input_delay [expr $clk_period * $clk_io_pct] -clock clk0 $non_clock_inputs
set_output_delay [expr $clk_period * $clk_io_pct] -clock clk0 [all_outputs]
==> flow_summary_export.csv <==
group,metric,value,unit
synthesis,syn_area,25360,µm²
sta,finalCriticalPeriod,10970,ps
die,die_w,685,µm
drt,wl_met1,134200,µm
synthesis,syn_area_per_cell,7.083,µm²
synthesis,ys_cells,3580,
drt,viasPerCell,3.283,
die,dieArea,469200,µm²
drt,wl_met2,157300,µm
worst_hold_path,worst_hold_path_type,"in2out",
layout,register_area,0,µm²
grt,grt_pass1_wl,427800,µm
drt,drt_iter0_drc,2614,
grt,grt_overflow_total,0,
power_and_ir_drop,peakVddDrop,0.00001639,V
layout,drive_gt1_share,1.065,%
layout,comb_area,24660,µm²
setup_path,crit_type,"in2out",
sta,tightest_slew,998.9,ps
clock_tree,ctsResizeCount,0,
synthesis,syn_inst,3580,
synthesis,largest_area_cell,"ha_1",
sta,slew_headroom,32.56,%
sta,final.setup.tns,0,ps
synthesis,synth_seq_share,0,%
die,fp-utilization,5.748,%
worst_hold_path,min_delay_path_depth,3,
placement,io_buffers,1737,
drt,antenna_left,0,
sta,max_freq,91.17,MHz
drt,maxUsedRoutingLayer,"met5",
drt,wl_met3,53020,µm
grt,grt_max_degree,13,
drt,drt-total-wl,355900,µm
clock_tree,post_cts.repair.setup_buffers,0,
setup_path,worstPathRequired,12080,ps
sta,drv_slew,0,
placement,hpwl,341300,µm
layout,final_layout_top_logic_cells,"clkdlybuf4s50_1 (1737), ha_1 (496), a21oi_1 (447)",
power_and_ir_drop,powerDensity,50.37,nW/µm²
layout,final_core_util,11.36,%
sta,rsz0062_at_grt,"false",
drt,drc,0,
grt,grt_util_all_layers,14.64,%
drt,wl_per_cell,31.70,µm
grt,antenna_found_initial,456,
synthesis,yosysWarnings,1,
die,ioPinCount,1772,
layout,clkbuf_count,0,
placement,gp_congestion,0.9834,
sta,hold_viol_final,0,
worst_hold_path,min-delay-start,"s_A_axis_tkeep[19]",
grt,grt_pass1_vias,33050,
die,core_area,441100,µm²
layout,seq_cells,0,
layout,area_growth,97.68,%
outcome,status,"finished, final reports clean",
synthesis,synth_top_area_share,24.48,%
sta,setup_viol,0,
synthesis,synth_cell_types,76,
flow_run,drv_cap,0,
layout,mostFrequentLayoutCell,"clkdlybuf4s50_1",
die,rows,244,
synthesis,topCellsByArea,"ha_1 (24%), xnor2_1 (10%), a21o_1 (9.3%)",
worst_hold_path,hold_path_end,"m_axis_tkeep[19]",
clock_tree,ctsHoldBuffers,0,
setup_path,crit_fanout,3,
synthesis,synth_chip_area,25360,µm²
setup_path,critPathArrivalTime,7950,ps
flow_run,tool_warnings,67,
drt,via_count,36860,
drt,dr.pass1.iters,8,
die,die_h,685,µm
power_and_ir_drop,power_leakage,19.22,nW
setup_path,setup.worst_path.start_class,"input pin",
layout,nFillCells,50860,
sta,timing.final.crit_share,72.64,%
setup_path,endpoint_kind,"output port",
[layer usage]
layer / global-route usage [%] / vias to the layer above
met5: 0 / -
met4: 2.454 / 286
met3: 9.853 / 822
met2: 22.98 / 2194
met1: 16.68 / 16670
li1: - / 16890
[final cells by class]
cell class | count | area share, %
Multi-Input combinational cell | 3396 | 49.20
Inverter | 108 | 0.8088
Timing Repair Buffer | 1753 | 34.93
Tap cell | 5904 | 14.74
Antenna cell | 65 | 0.3245
[Yosys cell counts, types with 14 or more instances]
cell,number
ha_1,496
a21oi_1,447
a21o_1,314
xnor2_1,298
nor2_1,241
nand2_1,238
o21ai_0,228
xor2_1,150
inv_1,108
nand3_1,100
and2_1,91
o21bai_1,79
clkbuf_1,72
nor3_1,67
and3_1,55
nand2b_1,55
a31oi_1,53
o21a_1,52
nor2b_1,45
nand4_1,43
a211oi_1,34
o31ai_1,21
o211ai_1,19
a41oi_1,16
fa_1,16
or3_1,14
[critical path: stages]
cell and delay (ps):
clkdlybuf4s50_1 410, ha_1 230, fa_1 580, a211o_1 420, a2111oi_2 460, o221ai_1 320, buf_4 280, a31oi_1 240
a21oi_1 150, o31ai_1 410, nand2b_1 100, a21oi_1 190, xnor2_1 270, clkdlybuf4s50_1 830
[cell families (layout without fill, tap and decap cells)]
kind of cell	count (synthesis)	in the layout	share of synthesized area, %
compound gates	1422	1422	36.17
xor+xnor	448	448	15.47
fa+ha+maj	512	512	25.74
buf+inv	184	1861	2.739
mux	3	3	0.1184
other cells	0	65	0
simple gates	1011	1011	19.76
[worst max path at each step]
stage,start,to,slack (ps),depth (start not counted)
global route,s_axis_tdata[448],m_axis_tdata[474],3820,14
finish,s_axis_tdata[448],m_axis_tdata[474],4130,14
CTS,s_axis_tdata[448],m_axis_tdata[478],4130,13
[where the power goes]
| part | internal (W) | switching [W] |
|---|---|---|
| registers | 0 | 0 |
| logic | 0.00127 | 0.00126 |
| clock network | 0.0000000000328 | 0 |
[stage by stage]
step	worst slack (ps)	cell area (µm²)	cells	hold WS (ps)	total power, W
after CTS	4130	49960	11160	6958	0.002562
after floorplan	6453	25360	3580	6112	0.0008778
after global routing	3822	50010	11180	6974	0.002685
final	4132	50120	11230	6952	0.002525
after global placement	4131	49960	11160	6962	0.002559
after detailed placement	4128	49960	11160	6956	0.002541
No activity file was given, so power comes from the tool's default toggle rates.
